## flow/run.sh

```bash
#!/bin/bash
# OpenROAD 26Q1-2900-gdf79404cd8, Yosys 0.63+post, stock flow scripts
make -C /OpenROAD-flow-scripts/flow DESIGN_CONFIG=/design/flow/config.mk WORK_HOME=/design/flow/orfs finish
```

## flow/config.mk

```make
export PLATFORM = sky130hd
export DESIGN_NAME = example_count
export DESIGN_NICKNAME = example_count
export VERILOG_FILES = /design/flow/design.v
export SDC_FILE = /design/flow/constraint.sdc
export NUM_CORES = 4
export LEC_CHECK = 1
export CORE_AREA = 10 10 96 96
export DIE_AREA = 0 0 106 106
```

## flow/constraint.sdc

```tcl
current_design example_count

set clk_period 4.5
set clk_io_pct 0.2

create_clock -name clk0 -period $clk_period [get_ports {clk}]

set non_clock_inputs [all_inputs -no_clocks]
set_input_delay [expr $clk_period * $clk_io_pct] -clock clk0 $non_clock_inputs
set_output_delay [expr $clk_period * $clk_io_pct] -clock clk0 [all_outputs]
```

## flow/design.v

```verilog
`timescale 1ns / 1ps
module example_count(
input clk,
output done,
output [11:0] bin_cnt);
parameter c_reg_size = 34;
reg [c_reg_size -1:0] count = 0;
reg fin = 0;
reg old_b = 0;
 always @(posedge clk)
    begin
    count <= count+1;
        if((old_b && !count[c_reg_size-12]) || (!old_b && count[c_reg_size-12]))
            begin
            fin <=1;
            end
        else
            begin
            fin <=0;
            end
         old_b <=count[c_reg_size-12];
         end
assign bin_cnt =  count[c_reg_size-1: c_reg_size-12];
assign done = fin;   
endmodule
```

==> impl_metrics.toml <==
# physical design summary
[cts]
numCtsBuffers = 5
cts-root-buf = "clkbuf_8"
cts_tree = "done"
ctsResizeCount = 0
worstSkewPairLatency_ps = 280
cts_buffer_depth = 2
ctsHoldBuffers = 0
cts_htree_levels = 2
cts.clk_slew.worst_paths_ps = 70
clock_sinks = 36
post-cts-setup-buffers = 0

[die]
io_pins = 14
fp-row-count = 31
chipArea_um2 = 11200
die_h_um = 106
initCoreUtil = 0.208
core_area_um2 = 7210
die_w_um = 106

[synth]
syn-mean-instance-area_um2 = 10.3
numSynthFlops = 36
syn_inst = 145
ff_type = "dfxtp_1"
async_flop_share = 0
edf_count = 0
synth.most_common_cell = "dfxtp_1"
synthTopCellsByCount = "dfxtp_1, xnor2_1, nand4_1, buf_4, nand2_1"
ys_area_um2 = 1500
ys_warn_count = 1
top_area_cell = "dfxtp_1"
synth_seq_share = 0.480
ys_types = 24
synth_stat.cells = 145
area_leaders = "dfxtp_1, xnor2_1, buf_4, nand4_1, xor2_1"
syn_area_um2 = 1500
top_area_frac = 0.480

[placement]
hpwl_um = 1590
numPortBuffers = 13
place_inst = 240
place_ws_ps = 2680
place_congestion = 0.731
placed_area_um2 = 1610

[final_layout]
stdcell_count = 248
drive_gt1_frac = 0.0872
area.growth.synth_to_final_pct = 14.7
fin_area_um2 = 1720

[timing]
finalCritPeriodShare = 0.472
slew_headroom = 0.569
slew_viol_final = 0
max_freq_ghz = 0.471
fin_setup_tns_ps = 0
skew_ps = 5.92
timing.final.crit_period_ps = 2120
tightest_slew_ps = 646
timing.final.ws_setup_ps = 2380
setup_viol = 0
rsz0062_at_grt = "no"
hold_viol_final = 0

[global_route]
overflow = 0
grt_pass1_vias = 914
antenna_found_initial = 0
grt_use_met3 = 0.0208
grt-busiest-layer = "met2"
grt_use_met1 = 0.0588
track_usage = 0.0430
met2_usage = 0.0618
grt_max_degree = 19
grt_pass1_wl_um = 4210

[drt]
first_pass_iters = 4
drt_iter0_markers = 72
n_antenna_cell = 0
via_per_inst = 3.82
drc = 0
routed_wirelength_um = 2380
antenna_left = 0
dr_total_vias = 948
post_drt_wl_per_cell_um = 9.60

[power_and_ir_drop]
p_per_area_nw_per_um2 = 346
p_leak_nw = 0.554
power.total_mw = 0.594
ir_drop_mv = 0.126

[worst_setup_path]
end_kind = "output port"
reg2reg_from = "count[3]"
cp-startpoint = "count[23]"
reg2reg_depth = 4
path_max_fanout = 7
endpoint = "bin_cnt[1]"
crit_arrival_ps = 1220
cp-start-kind = "flip-flop"
crit_chain = "clkdlybuf4s50_1"
r2r_end = "count[24]"
critPathBufInv = 1
cp_top_family = "buffers and inverters"
cpMaxStageDelayCell = "clkdlybuf4s50_1"
required_ps = 3600
cp.depth = 1
crit_type = "reg2out"
reg2reg_slack_ps = 2710
max_stage_delay_ps = 510

[run]
max-cap-violations = 0
warnings = 25

[status]
status = "completed"

[worst_hold_path]
hold_path.class = "reg2reg"
through the flow:
| step | hold slack [ps] | util |
|---|---|---|
| 6_report | 397 | 0.238 |
| 5_1_grt | 422 | 0.238 |
| 4_1_cts | 403 | 0.238 |
| 3_5_place_dp | 386 | 0.224 |
| 3_3_place_gp | 377 | 0.224 |
| 2_1_floorplan | 366 | - |
cells by family after synthesis:
group | share of synthesized area
simple gates | 0.222
flops | 0.480
xor+xnor | 0.193
buf+inv | 0.0967
fa+ha+maj | 0.00834
area by class of cell:
class / instances / area, µm²
Sequential cell: 36 / 721
Tap cell: 99 / 124
Multi-Input combinational cell: 91 / 634
Fill cell: 778 / 5490
Inverter: 1 / 3.75
Clock inverter: 2 / 35.0
Timing Repair Buffer: 13 / 130
Clock buffer: 6 / 72.6
where the power goes:
group / internal (mW) / switching [mW] / leakage [nW] / total, mW
Sequential: 0.318 / 0 / 0.290 / 0.318
Clock: 0.164 / 0.112 / 0.0552 / 0.276
Combinational: 0 / 0 / 0.209 / 0.000000209
Total: 0.483 / 0.112 / 0.554 / 0.594
per-layer routing:
layer  up-vias  share of wire
li1        487              -
met1       436           0.52
met2        21           0.40
met3         4          0.079
met4         0         0.0080
met5         -              0
worst min path at each step:
stage	slack (ps)	start	cells after the start	endpoint
finish	400	count[0]	1	count[0]
CTS	400	count[0]	1	count[0]
global route	420	count[0]	1	count[0]
cells in the final DEF, fill, tap and decap left out:
master,synthesis,final
bufinv_16,0,1
nor2_1,3,3
nand2_1,11,11
dfxtp_1,36,36
clkbuf_8,0,5
xnor2_1,27,27
clkdlybuf4s50_1,0,13
and4bb_1,1,1
nand4b_1,1,1
and4_1,1,1
xor2_1,6,6
clkinv_2,0,1
nor3_1,3,3
inv_1,1,1
and3_1,7,7
nand3_1,10,10
clkbuf_1,1,1
ha_1,1,1
and4_4,1,1
nand4_1,13,13
and3_2,2,2
nand2b_1,1,1
and4_2,2,2
and2_2,1,1
worst register-to-register path, stage by stage (launching register included):
cell and delay [ps]:
dfxtp_1 410, and4_4 270, and4bb_1 620, nand4_1 210, xnor2_1 170
registers in the layout, indices dropped and copies added (netlist names):
signal	cells
fin	1
count	34
old_b	1
Power figures rest on the tool's default switching activity, not on a simulated workload.
