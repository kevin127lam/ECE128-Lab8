==> flow/design.v <==
`timescale 1ns / 1ps
module clock_divider(clock_in,clock_out);
input clock_in;  
output reg clock_out;  
reg[27:0] counter=28'd0;
parameter DIVISOR = 28'd2;
always @(posedge clock_in)
begin
 counter <= counter + 28'd1;
 if(counter>=(DIVISOR-1))
  counter <= 28'd0;
 clock_out <= (counter<DIVISOR/2)?1'b1:1'b0;
end
endmodule
==> flow/run.sh <==
#!/bin/bash
# OpenROAD 26Q1-2900-gdf79404cd8, Yosys 0.63+post, stock flow scripts
make -C /OpenROAD-flow-scripts/flow DESIGN_CONFIG=/design/flow/config.mk WORK_HOME=/design/flow/orfs finish
==> flow/config.mk <==
export PLATFORM = sky130hd
export DESIGN_NAME = clock_divider
export DESIGN_NICKNAME = clock_divider
export VERILOG_FILES = /design/flow/design.v
export SDC_FILE = /design/flow/constraint.sdc
export NUM_CORES = 4
export LEC_CHECK = 1
export CORE_AREA = 10 10 91 91
export DIE_AREA = 0 0 101 101
==> flow/constraint.sdc <==
current_design clock_divider

set clk_period 1.3
set clk_io_pct 0.2

create_clock -name clk0 -period $clk_period [get_ports {clock_in}]

set non_clock_inputs [all_inputs -no_clocks]
set_input_delay [expr $clk_period * $clk_io_pct] -clock clk0 $non_clock_inputs
set_output_delay [expr $clk_period * $clk_io_pct] -clock clk0 [all_outputs]
==> impl_metrics.env <==
# physical design summary
export IMPL_run_status="complete, no violations"
export IMPL_cp_required_ns=1.47
export IMPL_cts_hold_repair_buffers=0
export IMPL_drive_above_1_share_pct=27.3
export IMPL_cellLeakagePower_nw=0.458
export IMPL_grt_antenna_before_repair=0
export IMPL_launching_element_of_the_worst_setup_path="counter[7]"
export IMPL_power_frac_seq_pct=50.5
export IMPL_p_per_area_nw_per_um2=1630
export IMPL_cp_max_fo=4
export IMPL_synth_seq_area_share_pct=75.9
export IMPL_rows=29
export IMPL_internal_power_w=0.00156
export IMPL_path_class="register to register"
export IMPL_timing_rr_start="counter[7]"
export IMPL_fp_util_pct=12.0
export IMPL_critPathLaunchType="register"
export IMPL_vias_in_the_first_global_route=381
export IMPL_syn_area_um2=764
export IMPL_xor_share_pct=0
export IMPL_floorplan_die_area_um2=10200
export IMPL_fmax_mhz=799
export IMPL_groute_usage_overall_pct=1.91
export IMPL_timing_final_crit_period_ns=1.25
export IMPL_total_of_max_cap_violations=0
export IMPL_synth_adder_area_share_pct=4.91
export IMPL_yosys_stat_area_um2=764
export IMPL_drtAntennaViolNets=0
export IMPL_placement_io_buffers=1
export IMPL_detail_route_antenna_diodes=0
export IMPL_vdd_ir_drop_worst_mv=1.04
export IMPL_synth_cell_types=15
export IMPL_route_detailed_drc=0
export IMPL_grt_setup_unrepaired="yes"
export IMPL_crit_path_end_kind="register"
export IMPL_finish_utilization_pct=18.3
export IMPL_clock_tree_from_tritoncts="yes"
export IMPL_finalClockSkew_ns=0.00184
export IMPL_globalplace_congestion=0.677
export IMPL_clock_insertion_delay_worst_skew_ns=0.27
export IMPL_yosys_warnings=1
export IMPL_cts_htree_levels=2
export IMPL_wl_per_cell_um=5.28
export IMPL_maximum_number_of_pins_on_one_net_before_global_route_repair=10
export IMPL_first_pass_iters=2
export IMPL_setup_viol_count_final=0
export IMPL_detailed_placer_s_ending_hpwl_um=566
export IMPL_totalWireLength_um=871
export IMPL_clk_path_buf_depth=2
export IMPL_worstPathArrival_ns=1.42
export IMPL_layout_top_cells="dfxtp_1, conb_1, clkbuf_8, dfxtp_2, buf_4"
export IMPL_die_w_um=101
export IMPL_most_area_hungry_cell_type_in_the_yosys_netlist="dfxtp_1"
export IMPL_ys_sh_mux_pct=0
export IMPL_grt_first_pass_wirelength_um=1560
export IMPL_first_iter_violations=3
export IMPL_top_level_ports=2
export IMPL_path_clk_slew_ns=0.06
export IMPL_synthSimpleGateAreaFrac_pct=16.7
export IMPL_post_synth_inst_count=52
export IMPL_fin_setup_tns_ns=0
export IMPL_routed_via_count=390
export IMPL_p_clk_share_pct=48.6
export IMPL_detail_route_vias_per_cell=2.36
export IMPL_avgSynthCellArea_um2=14.7
export IMPL_worst_hold_path_type="register to register"
export IMPL_synth_logic_top_family="simple AND/OR/NAND/NOR gates"
export IMPL_yosysCellCount=52
export IMPL_power_switching_share_pct=17.2
export IMPL_combinationalPowerShare_pct=0.9
export IMPL_clock_sinks=29
export IMPL_final_max_slew_violation_count=0
export IMPL_finalCritPeriodShare_pct=96.3
export IMPL_globalRouteOverflowTotal=0
export IMPL_core_um2=6350
export IMPL_die_height_um=101
export IMPL_cts_root_buffer="clkbuf_8"
export IMPL_final_hold_violation_count=0
export IMPL_hold_path_startpoint="counter[2]"
export IMPL_flow_area_growth_from_synthesis_pct=51.7
export IMPL_warning_count=28
export IMPL_numCtsBuffers=5
export IMPL_p_switching_w=0.000326
export IMPL_top_cell_area_share_pct=75.9
export IMPL_synthTopCellsByArea="dfxtp_1, nor4_2, ha_1, nor4b_1, nand2b_1"
export IMPL_synth_flops=29
export IMPL_post_synth_ao_oa_area_fraction_pct=0.982
[logic make-up after synthesis]
group / Yosys count
buffers and inverters: 2
AOI/OAI and AO/OA: 1
adders and majority gates: 3
DFF: 29
and+or+nand+nor: 16
other: 1
[worst max-delay path, cell delays in order (launching register included)]
cell     delay, ns
dfxtp_2       0.33
nor4_4        0.27
nand4_1       0.23
nor4_1        0.32
[flip-flops by register name, indices dropped and copies added (netlist names)]
name       count
counter       28
clock_out      1
[power groups by stage]
stage	sequential (W)	combinational [W]	clock (W)
global route	0.000958	0.0000233	0.000999
CTS	0.000947	0.0000146	0.000949
finish	0.000954	0.0000174	0.000917
[cells in the mapped netlist, drive strengths merged]
cell	n
a211oi	1
conb	1
dfxtp	29
ha	3
inv	2
nand2b	2
nand3	1
nand3b	1
nand4	1
nor2	1
nor3	1
nor3b	1
nor4	6
nor4b	2
[metrics by stage]
stage	setup WS [ns]	cell area [um2]	hold slack, ns	power, W	cells
after floorplan	0.134	855	0.461	0.000974	76
after global placement	0.0399	976	0.510	0.000978	156
after detailed placement	-0.0390	976	0.521	0.000979	156
after CTS	0.0304	1100	0.530	0.00191	164
after global routing	-0.0487	1160	0.544	0.00198	165
final	0.0477	1160	0.517	0.00189	165
[area by class of cell]
class	count	area, um2
fill	676	5190
tap	77	96.3
clock buffer	7	86.3
clock inverter	1	30.0
sequential	29	586
multi-input combinational	45	323
timing repair buffer	4	31.3
inverter	2	7.51
[per-layer routing]
metal,vias to the layer above,global-route usage (%),wire length (um)
met5,-,0,0
met4,0,0.429,0
met3,0,1.52,79
met2,6,2.41,349
met1,161,2.46,441
li1,223,-,-
[final timing paths]
| path | end | slack [ns] | cells after the start |
|---|---|---|---|
| max | counter[0] | 0.05 | 3 |
| min | counter[2] | 0.52 | 2 |
| max reg2reg | counter[0] | 0.05 | 3 |
| min reg2reg | counter[2] | 0.52 | 2 |
[repair_timing]
item / CTS / global route
pin swaps: 1 / 5
setup endpoints to repair: 3 / 2
gates resized: 2 / 13
buffers inserted: 0 / 1
Power figures rest on the tool's default switching activity, not on a simulated workload.
